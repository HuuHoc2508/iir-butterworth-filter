File: design/flow/run.sh
#!/bin/bash
# OpenROAD 26Q1-2900-gdf79404cd8, Yosys 0.63+post, stock flow scripts
make -C /OpenROAD-flow-scripts/flow DESIGN_CONFIG=/design/flow/config.mk WORK_HOME=/design/flow/orfs finish
File: design/flow/constraint.sdc
current_design iir_sos_pipeline

set clk_period 23.8
set clk_io_pct 0.2

create_clock -name clk0 -period $clk_period [get_ports {clk}]

set non_clock_inputs [all_inputs -no_clocks]
set_input_delay [expr $clk_period * $clk_io_pct] -clock clk0 $non_clock_inputs
set_output_delay [expr $clk_period * $clk_io_pct] -clock clk0 [all_outputs]
File: design/flow/design.v
module iir_sos_pipeline #(
    parameter DATA_WIDTH = 32,
    parameter COEFF_WIDTH = 32,
    parameter INTERNAL_WIDTH = 64,
    parameter SCALE_SHIFT = 20
)(
    input wire clk,
    input wire rst_n,
    input wire signed [DATA_WIDTH-1:0] x,
    input wire signed [COEFF_WIDTH-1:0] b0, b1, b2, a1, a2,
    output reg signed [DATA_WIDTH-1:0] y
);
    reg signed [INTERNAL_WIDTH-1:0] z1_a, z2_a, z1_b, z2_b;
    reg signed [INTERNAL_WIDTH-1:0] mult_b0, mult_b1, mult_b2;
    reg signed [INTERNAL_WIDTH-1:0] mult_a1, mult_a2;
    reg signed [INTERNAL_WIDTH-1:0] b_sum;
    reg signed [INTERNAL_WIDTH-1:0] y_internal;
    always @(posedge clk or negedge rst_n) begin
        if (!rst_n) begin
            mult_b0 <= 0;
            mult_b1 <= 0;
            mult_b2 <= 0;
        end else begin
            mult_b0 <= x     * b0;
            mult_b1 <= z1_b  * b1;
            mult_b2 <= z2_b  * b2;
        end
    end
    always @(posedge clk or negedge rst_n) begin
        if (!rst_n) begin
            b_sum    <= 0;
            mult_a1  <= 0;
            mult_a2  <= 0;
        end else begin
            b_sum    <= mult_b0 + mult_b1 + mult_b2;
            mult_a1  <= z1_a * a1;
            mult_a2  <= z2_a * a2;
        end
    end
    always @(posedge clk or negedge rst_n) begin
        if (!rst_n) begin
            y_internal <= 0;
            y <= 0;
        end else begin
            y_internal <= b_sum - mult_a1 - mult_a2;
            y <= y_internal >>> SCALE_SHIFT;
        end
    end
    wire signed [DATA_WIDTH-1:0] z1_b_next = x;
    wire signed [DATA_WIDTH-1:0] z2_b_next = z1_b[DATA_WIDTH-1:0];
    wire signed [DATA_WIDTH-1:0] z1_a_next = y;   
    wire signed [DATA_WIDTH-1:0] z2_a_next = z1_a[DATA_WIDTH-1:0];
    always @(posedge clk or negedge rst_n) begin
        if (!rst_n) begin
            z1_a <= 0; z2_a <= 0;
            z1_b <= 0; z2_b <= 0;
        end else begin
            z1_a <= {{(INTERNAL_WIDTH-DATA_WIDTH){z1_a_next[DATA_WIDTH-1]}}, z1_a_next};
            z2_a <= {{(INTERNAL_WIDTH-DATA_WIDTH){z2_a_next[DATA_WIDTH-1]}}, z2_a_next};
            z1_b <= {{(INTERNAL_WIDTH-DATA_WIDTH){z1_b_next[DATA_WIDTH-1]}}, z1_b_next};
            z2_b <= {{(INTERNAL_WIDTH-DATA_WIDTH){z2_b_next[DATA_WIDTH-1]}}, z2_b_next};
        end
    end
endmodule
File: design/flow/config.mk
export PLATFORM = sky130hd
export DESIGN_NAME = iir_sos_pipeline
export DESIGN_NICKNAME = iir_sos_pipeline
export VERILOG_FILES = /design/flow/design.v
export SDC_FILE = /design/flow/constraint.sdc
export NUM_CORES = 4
export LEC_CHECK = 1
export CORE_UTILIZATION = 50
==> impl_metrics.sql <==
-- generated from flow reports
INSERT INTO impl_metrics (metric_group, metric, value, unit) VALUES
('placement', 'hpwl', '369000', 'µm'),
('critical_path', 'startpoint_type', 'input pin', ''),
('worst_hold_path', 'min-delay-start', 'y_internal[43]', ''),
('floorplanning', 'core_area', '347000', 'µm²'),
('sta', 'achievable-frequency', '0.0775', 'GHz'),
('yosys', 'numSynthFlops', '504', ''),
('sta', 'finalSetupViolations', '0', ''),
('critical_path', 'worst_ep_arrival_time', '13.45', 'ns'),
('detailed_routing', 'routed_wirelength', '474000', 'µm'),
('yosys', 'yosysWarningCount', '1', ''),
('yosys', 'synth_cells', '18000', ''),
('critical_path', 'r2r-end', 'mult_a1[51]', ''),
('placement', 'placement.setup.worst_slack', '10.29', 'ns'),
('cts', 'clkSlewWorstSetupHoldPaths', '0.07', 'ns'),
('global_route', 'grt_remaining_overflow', '0', ''),
('yosys', 'number_of_enable_flip_flop_cells', '0', ''),
('worst_hold_path', 'holdCritPathClass', 'reg2reg', ''),
('critical_path', 'critPathMaxStageDelay', '0.57', 'ns'),
('yosys', 'topCellsByArea', 'fa_1 (54%), inv_1 (9.2%), and2_1 (8.7%), dfrtp_1 (7.2%), ha_1 (6.8%)', ''),
('cts', 'cts_root_buf', 'clkbuf_16', ''),
('final_layout', 'drive_above_1_share', '2.68', '%'),
('worst_hold_path', 'worst_hold_path_stage_count', '0', ''),
('placement', 'dpl_cell_area', '182000', 'µm²'),
('sta', 'setup_total_negative_slack', '0', 'ns'),
('sta', 'grt_setup_unrepaired', 'false', ''),
('sta', 'final_period_minus_worst_setup_slack', '12.91', 'ns'),
('detailed_routing', 'wire_per_inst', '21.2', 'µm'),
('flow_run', 'cap_violations', '0', ''),
('cts', 'clk_path_buf_depth', '3', ''),
('final_layout', 'count_of_filler_cells_inserted_in_the_layout', '31300', ''),
('sta', 'max_slew.worst_pin.slew', '0.964', 'ns'),
('critical_path', 'critical_path.slowest_cell', 'fa_1', ''),
('yosys', 'synth_top_cell_by_area', 'fa_1', ''),
('sta', 'max_slew_margin', '35.3', '%'),
('global_route', 'antenna_violations_before_repair', '26', ''),
('cts', 'cts_tree', 'built', ''),
('critical_path', 'rr_worst_depth', '25', ''),
('floorplanning', 'rows', '216', ''),
('placement', 'gpl.final_weighted_congestion', '0.946', ''),
('cts', 'worst_skew_pair.late_latency', '0.71', 'ns'),
('yosys', 'synthArstFlopShare', '100', '%'),
('yosys', 'synth.yosys.chip_area', '175000', 'µm²'),
('worst_hold_path', 'min_to', 'y[23]', ''),
('global_route', 'grt_max_degree', '106', ''),
('final_layout', 'area_growth', '5.22', '%'),
('cts', 'tritoncts_num_sinks', '504', ''),
('detailed_routing', 'vias', '116000', ''),
('detailed_routing', 'postRouteAntennaNets', '0', ''),
('yosys', 'post-synth-top-area-fraction', '53.7', '%'),
('cts', 'postCtsResizedCells', '0', ''),
('sta', 'hold_viol_final', '0', ''),
('flow_run', 'warnings', '29', ''),
('cts', 'cts_buffers', '55', ''),
('critical_path', 'combined_buffer_and_inverter_count_along_the_critical_path', '3', ''),
('status', 'outcome', 'completed', ''),
('sta', 'drv_slew', '0', ''),
('critical_path', 'cp_data_required_time', '24.34', 'ns'),
('floorplanning', 'floorplan.initialDensity', '50.3', '%'),
('critical_path', 'critPathKind', 'in2reg', ''),
('critical_path', 'timing.rr.start', 'z1_a[19]', ''),
('floorplanning', 'floorplan.io_pins', '226', ''),
('cts', 'htree_num_levels', '2', ''),
('detailed_routing', 'first_pass_iters', '8', ''),
('detailed_routing', 'post-route-drc-count', '0', ''),
('critical_path', 'cp_common_cell', 'fa_1', ''),
('sta', 'layout_setup_ws', '10.89', 'ns'),
('floorplanning', 'die-width', '593', 'µm'),
('critical_path', 'cp_top_family', 'adder cells', ''),
('cts', 'holdBufCountCts', '0', '');
[logic make-up (layout without fill, tap and decap cells)]
kind of cell,Yosys count,after routing,share of synthesized area (%)
buffers and inverters,5184,4938,11.1
XOR/XNOR,482,482,2.42
AND-OR/OR-AND,855,855,3.20
adder cells (fa/ha/maj),5643,5643,60.6
other,0,15,0
AND/OR/NAND/NOR,5342,5342,15.4
flip-flops,504,504,7.22
[synth_stat cells (31+ instances only)]
library cell / count
xnor2_1: 376
o21a_1: 59
nand2b_1: 77
a21oi_1: 251
nor3_1: 36
nand3_1: 55
and2_1: 2427
a21o_1: 169
clkbuf_1: 913
dfrtp_1: 504
o21bai_1: 40
ha_1: 956
nand2_1: 2392
nor2_1: 151
o21ai_0: 120
fa_1: 4687
nor2b_1: 100
o21ai_1: 31
nand4_1: 38
xor2_1: 106
inv_1: 4265
[state kept, by name, indices dropped and copies added (netlist names)]
register,count
mult_b2,52
z1_a,32
mult_a1,52
y_internal,32
z2_a,32
b_sum,52
z1_b,32
z2_b,32
y,32
mult_b0,52
mult_b1,52
mult_a2,52
[area by class of cell]
cell class / instances / area (µm²) / area share, %
antenna: 15 / 37.5 / 0.0204
clock buffer: 66 / 1470 / 0.799
timing repair buffer: 571 / 4870 / 2.65
clock inverter: 36 / 470 / 0.256
multi-input combinational: 12300 / 143000 / 77.6
sequential: 504 / 12600 / 6.86
tap: 4578 / 5730 / 3.12
inverter: 4265 / 16000 / 8.71
[worst max-delay path by stage]
| stage | startpoint | depth (start not counted) | endpoint |
|---|---|---|---|
| after CTS | a1[9] | 24 | mult_a1[51] |
| after global routing | a1[9] | 24 | mult_a1[51] |
| final | a1[9] | 24 | mult_a1[51] |
[cell usage in the layout, fill, tap and decap left out, drive strengths merged, types with 38 or more instances in the layout]
| cell type | count |
|---|---|
| nand2b | 77 |
| nand3 | 55 |
| xnor2 | 376 |
| dfrtp | 504 |
| o21a | 59 |
| a21o | 169 |
| o21bai | 40 |
| and2 | 2427 |
| clkdlybuf4s50 | 224 |
| nand2 | 2392 |
| fa | 4687 |
| a21oi | 253 |
| inv | 4271 |
| ha | 956 |
| xor2 | 106 |
| nor2b | 100 |
| nand4 | 38 |
| nor2 | 151 |
| o21ai | 153 |
| clkbuf | 66 |
| buf | 347 |
[layer usage]
layer / routed length [µm] / up-vias / share of wire [%] / track usage (%)
li1: - / 50800 / - / -
met1: 178000 / 60100 / 37 / 43.9
met2: 231000 / 4328 / 49 / 48.6
met3: 47300 / 707 / 10 / 12.5
met4: 17800 / 16 / 3.7 / 8.67
met5: 116 / - / 0.024 / 0.257
[metrics by stage]
stage          util [%]  instances
6_report           53.0      22400
5_1_grt            53.0      22300
4_1_cts            52.9      22300
3_5_place_dp       52.4      22200
3_3_place_gp       52.4      22200
2_1_floorplan         -      18000
