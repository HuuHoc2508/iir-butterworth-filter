`design/flow/design.v`:
```
module iir_sos #(
    parameter DATA_WIDTH = 32,
    parameter COEFF_WIDTH = 32,
    parameter INTERNAL_WIDTH = 64,
    parameter SCALE_SHIFT = 20
) (
    input wire clk,
    input wire rst_n,
    input wire signed [DATA_WIDTH-1:0] x,
    input wire signed [COEFF_WIDTH-1:0] b0, b1, b2, a1, a2,
    output wire signed [DATA_WIDTH-1:0] y
);
    reg signed [INTERNAL_WIDTH-1:0] z1_a, z2_a, z1_b, z2_b;
    reg signed [DATA_WIDTH-1:0] y_reg;   
    wire signed [INTERNAL_WIDTH-1:0] b_out, a_out;
    wire signed [DATA_WIDTH-1:0] z1_b_next, z2_b_next, z1_a_next, z2_a_next;
    assign z1_b_next = x;
    assign z2_b_next = z1_b[DATA_WIDTH-1:0];
    assign b_out = x * b0 + z1_b * b1 + z2_b * b2;
    assign z1_a_next = y_reg;
    assign z2_a_next = z1_a[DATA_WIDTH-1:0];
    assign a_out = b_out - z1_a * a1 - z2_a * a2;
    assign y = y_reg;
    always @(posedge clk or negedge rst_n) begin
        if (!rst_n) begin
            z1_a <= 0;
            z2_a <= 0;
            z1_b <= 0;
            z2_b <= 0;
            y_reg <= 0;
        end else begin
            y_reg <= a_out >>> SCALE_SHIFT;
            z1_a <= {{(INTERNAL_WIDTH-DATA_WIDTH){z1_a_next[DATA_WIDTH-1]}}, z1_a_next};
            z2_a <= {{(INTERNAL_WIDTH-DATA_WIDTH){z2_a_next[DATA_WIDTH-1]}}, z2_a_next};
            z1_b <= {{(INTERNAL_WIDTH-DATA_WIDTH){z1_b_next[DATA_WIDTH-1]}}, z1_b_next};
            z2_b <= {{(INTERNAL_WIDTH-DATA_WIDTH){z2_b_next[DATA_WIDTH-1]}}, z2_b_next};
        end
    end
endmodule
module iir_top #(
    parameter DATA_WIDTH = 32,
    parameter COEFF_WIDTH = 32,
    parameter INTERNAL_WIDTH = 64,
    parameter SCALE_SHIFT = 20
) (
    input wire clk,
    input wire rst_n,
    input wire signed [DATA_WIDTH-1:0] x,
    input wire signed [COEFF_WIDTH-1:0] b0_s1, b1_s1, b2_s1, a1_s1, a2_s1,
    input wire signed [COEFF_WIDTH-1:0] b0_s2, b1_s2, b2_s2, a1_s2, a2_s2,
    input wire signed [COEFF_WIDTH-1:0] b0_s3, b1_s3, b2_s3, a1_s3, a2_s3,
    output wire signed [DATA_WIDTH-1:0] y
);
    wire signed [DATA_WIDTH-1:0] s1_s2, s2_s3;
    iir_sos #(
        .DATA_WIDTH(DATA_WIDTH),
        .COEFF_WIDTH(COEFF_WIDTH),
        .INTERNAL_WIDTH(INTERNAL_WIDTH),
        .SCALE_SHIFT(SCALE_SHIFT)
    ) sos1 (
        .clk(clk),
        .rst_n(rst_n),
        .x(x),
        .b0(b0_s1),
        .b1(b1_s1),
        .b2(b2_s1),
        .a1(a1_s1),
        .a2(a2_s1),
        .y(s1_s2)
    );
    iir_sos #(
        .DATA_WIDTH(DATA_WIDTH),
        .COEFF_WIDTH(COEFF_WIDTH),
        .INTERNAL_WIDTH(INTERNAL_WIDTH),
        .SCALE_SHIFT(SCALE_SHIFT)
    ) sos2 (
        .clk(clk),
        .rst_n(rst_n),
        .x(s1_s2),
        .b0(b0_s2),
        .b1(b1_s2),
        .b2(b2_s2),
        .a1(a1_s2),
        .a2(a2_s2),
        .y(s2_s3)
    );
    iir_sos #(
        .DATA_WIDTH(DATA_WIDTH),
        .COEFF_WIDTH(COEFF_WIDTH),
        .INTERNAL_WIDTH(INTERNAL_WIDTH),
        .SCALE_SHIFT(SCALE_SHIFT)
    ) sos3 (
        .clk(clk),
        .rst_n(rst_n),
        .x(s2_s3),
        .b0(b0_s3),
        .b1(b1_s3),
        .b2(b2_s3),
        .a1(a1_s3),
        .a2(a2_s3),
        .y(y)
    );
endmodule
module iir_wishbone #(
    parameter DATA_WIDTH = 32,
    parameter COEFF_WIDTH = 32,
    parameter INTERNAL_WIDTH = 64,
    parameter SCALE_SHIFT = 20,
    parameter ADDR_WIDTH = 6
) (
    input wire wb_clk_i,
    input wire wb_rst_i,
    input wire [ADDR_WIDTH-1:0] wb_adr_i,
    input wire [DATA_WIDTH-1:0] wb_dat_i,
    output reg [DATA_WIDTH-1:0] wb_dat_o,
    input wire wb_we_i,
    input wire wb_stb_i,
    input wire wb_cyc_i,
    output reg wb_ack_o
);
    reg signed [COEFF_WIDTH-1:0] b0_s1 = 5509, b1_s1 = 11019, b2_s1 = 5509, a1_s1 = -1998080, a2_s1 = 971584;
    reg signed [COEFF_WIDTH-1:0] b0_s2 = 5180, b1_s2 = 10360, b2_s2 = 5180, a1_s2 = -1878592, a2_s2 = 850752;
    reg signed [COEFF_WIDTH-1:0] b0_s3 = 5007, b1_s3 = 10014, b2_s3 = 5007, a1_s3 = -1815872, a2_s3 = 787328;
    reg signed [DATA_WIDTH-1:0] x_reg;
    wire signed [DATA_WIDTH-1:0] y;
    localparam ADDR_X = 6'h00;   
    localparam ADDR_Y = 6'h04;   
    iir_top #(
        .DATA_WIDTH(DATA_WIDTH),
        .COEFF_WIDTH(COEFF_WIDTH),
        .INTERNAL_WIDTH(INTERNAL_WIDTH),
        .SCALE_SHIFT(SCALE_SHIFT)
    ) iir_inst (
        .clk(wb_clk_i),
        .rst_n(~wb_rst_i),
        .x(x_reg),
        .b0_s1(b0_s1), .b1_s1(b1_s1), .b2_s1(b2_s1), .a1_s1(a1_s1), .a2_s1(a2_s1),
        .b0_s2(b0_s2), .b1_s2(b1_s2), .b2_s2(b2_s2), .a1_s2(a1_s2), .a2_s2(a2_s2),
        .b0_s3(b0_s3), .b1_s3(b1_s3), .b2_s3(b2_s3), .a1_s3(a1_s3), .a2_s3(a2_s3),
        .y(y)
    );
    always @(posedge wb_clk_i or posedge wb_rst_i) begin
        if (wb_rst_i) begin
            wb_ack_o <= 0;
            wb_dat_o <= 0;
            x_reg <= 0;
        end else begin
            wb_ack_o <= 0;
            if (wb_cyc_i && wb_stb_i && !wb_ack_o) begin
                wb_ack_o <= 1;
                if (wb_we_i) begin
                    case (wb_adr_i)
                        ADDR_X: x_reg <= wb_dat_i;
                        default: ;  
                    endcase
                end else begin
                    case (wb_adr_i)
                        ADDR_Y: wb_dat_o <= y;
                        ADDR_X: wb_dat_o <= x_reg;  
                        default: wb_dat_o <= 32'd0;
                    endcase
                end
            end
        end
    end
endmodule
```
`design/flow/run.sh`:
```
#!/bin/bash
# OpenROAD 26Q1-2900-gdf79404cd8, Yosys 0.63+post, stock flow scripts
make -C /OpenROAD-flow-scripts/flow DESIGN_CONFIG=/design/flow/config.mk WORK_HOME=/design/flow/orfs finish
```
`design/flow/config.mk`:
```
export PLATFORM = sky130hd
export DESIGN_NAME = iir_wishbone
export DESIGN_NICKNAME = iir_wishbone
export VERILOG_FILES = /design/flow/design.v
export SDC_FILE = /design/flow/constraint.sdc
export NUM_CORES = 4
export LEC_CHECK = 1
export CORE_UTILIZATION = 30
```
`design/flow/constraint.sdc`:
```
current_design iir_wishbone

set clk_period 19.7
set clk_io_pct 0.2

create_clock -name clk0 -period $clk_period [get_ports {wb_clk_i}]

set non_clock_inputs [all_inputs -no_clocks]
set_input_delay [expr $clk_period * $clk_io_pct] -clock clk0 $non_clock_inputs
set_output_delay [expr $clk_period * $clk_io_pct] -clock clk0 [all_outputs]
```
==> results.tsv <==
stage	metric	value	unit
run_status	status	finished clean	
route	m1WireLength	155100	um
yosys	ys_seq_share	7.568	%
run	cap_violations	0	
global_routing	grt_pass1_vias	95800	
finish	final_cells	20210	
floorplan	core_util_floorplan	30.19	%
route	routedWlPerCell	18.12	um
yosys	most_common_cell	inv_1	
route	wl	366200	um
global_routing	antenna_found_initial	3	
clocking	htree_num_levels	2	
clocking	cts_tree	built	
route	met2WireLength	160700	um
yosys	async_reset_ff_share	100.0	%
clocking	post-cts-setup-buffers	0	
placed_design	gp_congestion	0.9986	
floorplan	die_h	679.9	um
yosys	edf_count	0	
critical_path	critPathMaxFanout	9	
finish	n_fill_cell	46650	
sta	fin_ws	7.172	ns
placed_design	dp_cells	20100	
critical_path	reg2reg_depth	45	
worst_hold_path	hold_end	iir_inst.sos3.z1_a[24]$_DFF_PP0_	
critical_path	crit_slowest_cell	o31ai_1	
critical_path	crit_path_end_kind	register	
floorplan	die_w	679.9	um
sta	fin_crit_sh	63.60	%
sta	hold_violations	0	
yosys	yosys-top-cells-area	fa_1 (40%), ha_1 (23%), inv_1 (12%)	
yosys	ys.flops	417	
critical_path	cp_num_buf_inv	6	
global_routing	gr-total-overflow	0	
critical_path	setup.worst_path.start	iir_inst.sos2.z1_a[7]$_DFF_PP0_	
clocking	numCtsBuffers	57	
yosys	top_cell_area_share	40.50	%
yosys	postSynthAreaPerCell	9.966	sq um
critical_path	r2r-start	iir_inst.sos2.z1_a[7]$_DFF_PP0_	
placed_design	placed_area	0.1470	sq mm
floorplan	chip_area	0.4623	sq mm
worst_hold_path	hold_class	reg2reg	
critical_path	crit_path_start_kind	register	
placed_design	pre_cts_ws	7.223	ns
placed_design	portBuffers	75	
yosys	synthesis.area	0.1379	sq mm
sta	clock_skew	0.03979	ns
route	firstDrtPassIters	5	
yosys	synth_cell_types	86	
finish	drive_gt1_share	2.365	%
yosys	yosys.area.top_type	fa_1	
critical_path	cp_data_arrival_time	13.17	ns
yosys	syn_inst	13840	
sta	tns	0	ns
worst_hold_path	holdPathStages	0	
clocking	cts_buffer_depth	3	
critical_path	crit_top_cell	fa_1	
route	vias	90190	
run	tool_warnings	105	
sta	rsz0062_at_grt	no	
clocking	path_clk_slew	0.07	ns
clocking	clock_sink_count	417	
critical_path	ff2ff_setup_slack	7.17	ns
clocking	insertion_delay	0.77	ns
critical_path	max_stage_delay	0.71	ns
global_routing	grt_max_degree	52	
yosys	ys_chip_area	0.1379	sq mm
clocking	root_buffer	clkbuf_16	
critical_path	rr_endpoint	iir_inst.sos3.y_reg[31]$_DFF_PP0_	
floorplan	fp-row-count	248	
global_routing	grtUsageTotal	17.41	%
floorplan	ios	76	
critical_path	cp_data_required_time	20.34	ns
sta	finalSetupViolCount	0	
yosys	yosysCellCount	13840	
route	dr_wl_met3	38750	um
worst_hold_path	hold_start	iir_inst.sos3.y_reg[24]$_DFF_PP0_	
critical_path	path_delay_family	adder cells	
sta	relSlewSlack	30.67	%
sta	drv_slew	0	
placed_design	hpwl	330300	um
route	vias_per_cell	4.462	
sta	finalWorstPathRequiredPeriod	12.53	ns
clocking	cts-resized-gates	0	
route	drt_iter0_markers	4060	
floorplan	core	0.4568	sq mm
route	top_layer_used	met5	
yosys	ff_type	dfrtp_1	
finish	syn2layout_area_growth	8.094	%
global_routing	grt_pass1_wl	578900	um
sta	worst_slew_pin_slew	1.027	ns
sta	clock.fmax	79.82	MHz
route	drc_errors	0	
route	detail-route-antenna-nets	0	
finish	fin_area	0.1490	sq mm
yosys	ys_warn_count	2	
yosys	common_cells	inv_1 (4385), fa_1 (2789), ha_1 (2508), a21oi_1 (566), xnor2_1 (439)	
clocking	cts_hold_buf	0	
critical_path	critical_path_class	reg2reg	
==> logic make-up (layout without fill, tap and decap cells) <==
group / after synthesis / in the layout / synth area share (%)
buffers and inverters: 4445 / 4691 / 12.10
XOR/XNOR: 676 / 676 / 4.304
adder cells (fa/ha/maj): 5297 / 5297 / 63.26
AND-OR/OR-AND: 1759 / 1759 / 8.289
flip-flops: 417 / 417 / 7.568
AND/OR/NAND/NOR: 1210 / 1210 / 4.240
other: 0 / 5 / 0
multiplexers: 31 / 31 / 0.2414
==> worst register-to-register path: cells and delay by family (launching register included) <==
family	cells	cell delay [ns]
flops	1	0.58
xor+xnor	3	0.51
buf+inv	6	0.44
fa+ha+maj	11	4.72
compound gates	15	4.19
simple gates	10	1.97
==> layout by cell type (no fill, tap or decap), drive strengths merged, types with 87 or more instances in the layout <==
cell,n
a21oi,570
o21ai,308
nor2,333
a21o,310
ha,2508
o21bai,98
buf,123
xnor2,439
inv,4402
dfrtp,417
nand3,113
nor3,87
fa,2789
xor2,236
nand2,288
==> layer usage <==
layer  vias to the layer above  global-route usage, %
met5                         -                 0.3436
met4                         4                  3.819
met3                       218                  7.733
met2                      2410                  25.68
met1                     44470                  24.23
li1                      43090                      -
==> per-stage QoR <==
step / util (%) / hold WS [ns]
2_1_floorplan: - / 0.3545
3_3_place_gp: 32.19 / 0.3613
3_5_place_dp: 32.19 / 0.3606
4_1_cts: 32.63 / 0.3626
5_1_grt: 32.63 / 0.3883
6_report: 32.63 / 0.3663
==> how the worst max path moves through the flow <==
stage / cells after the start / slack (ns) / end
final: 45 / 7.17 / iir_inst.sos3.y_reg[31]$_DFF_PP0_
after CTS: 45 / 7.15 / iir_inst.sos3.y_reg[31]$_DFF_PP0_
after global routing: 45 / 6.11 / iir_inst.sos3.y_reg[31]$_DFF_PP0_
==> layout make-up <==
cell class              instances  area (sq um)  share of cell area (%)
inverters                    4385         16470                   11.05
clock inverters                42         466.7                  0.3131
multi-input cells            8973        110800                   74.33
diodes                          5         12.51                0.008395
flip-flops and latches        417         10440                   7.004
clock buffers                  66          1541                   1.034
well taps                    6125          7664                   5.142
repair buffers                198          1674                   1.123
